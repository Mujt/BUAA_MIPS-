`flow/config.mk`:
```
export PLATFORM = sky130hd
export DESIGN_NAME = ID_E_REG
export DESIGN_NICKNAME = ID_E_REG
export VERILOG_FILES = /design/flow/design.v
export SDC_FILE = /design/flow/constraint.sdc
export NUM_CORES = 4
export LEC_CHECK = 1
export CORE_AREA = 10 10 189 189
export DIE_AREA = 0 0 199 199
```
`flow/constraint.sdc`:
```
current_design ID_E_REG

set clk_period 1.0
set clk_io_pct 0.2

create_clock -name clk0 -period $clk_period [get_ports {clk}]

set non_clock_inputs [all_inputs -no_clocks]
set_input_delay [expr $clk_period * $clk_io_pct] -clock clk0 $non_clock_inputs
set_output_delay [expr $clk_period * $clk_io_pct] -clock clk0 [all_outputs]
```
`flow/design.v`:
```
`timescale 1ns / 1ps
module ID_E_REG(
    input clk,
    input reset,
	 input [31:0] IR_E,
	 input [31:0] PC4_E,
	 input [31:0] RS_E,
	 input [31:0] RT_E,
	 input [31:0] EXT_E,
	 output [31:0] E_IR,
	 output [31:0] E_PC4,
	 output [31:0] E_RS,
	 output [31:0] E_RT,
	 output [31:0] E_EXT,
	 input DE_reset,
	 input [31:0] PC8_E,
	 output [31:0] E_PC8
    );
	 reg [31:0] IR;
	 reg [31:0] PC4;
	 reg [31:0] RS;
	 reg [31:0] RT;
	 reg [31:0] EXT;
	 reg [31:0] PC8;
	 assign E_IR = IR;
	 assign E_PC4 = PC4;
	 assign E_RS = RS;
	 assign E_RT = RT;
	 assign E_EXT = EXT;
	 assign E_PC8 = PC8;
	 always @(posedge clk) begin
		if (reset | DE_reset) begin
			IR <= 0;
			PC4 <= 0;
			RS <= 0;
			RT <= 0;
			EXT <= 0;
			PC8 <= 0;
		end
		else begin
			IR <= IR_E;
			PC4 <= PC4_E;
			RS <= RS_E;
			RT <= RT_E;
			EXT <= EXT_E;
			PC8 <= PC8_E;
		end
	 end
endmodule
```
`flow/run.sh`:
```
#!/bin/bash
# OpenROAD 26Q1-2900-gdf79404cd8, Yosys 0.63+post, stock flow scripts
make -C /OpenROAD-flow-scripts/flow DESIGN_CONFIG=/design/flow/config.mk WORK_HOME=/design/flow/orfs finish
```
==> results_slide.txt <==
Physical Implementation Snapshot

Timing
  – Final setup viols: 192
  – RSZ-0062 raised after global routing: true
  – Cycle use final: 1.14
  – Tightest Pin Transition: 330 ps
  – Achievable Freq: between 0.8 and 0.9 GHz
  – Fin. Hold Viols: 0
  – Slew Limit Fails: 0
  – Final setup TNS: -10080 ps
  – Worst setup margin: -142 ps
  – Crit path time final: about 1100 ps
  – Rel. slew slack: 0.780
  – Final hold slack: around 140 ps

Pwr
  – Int Pwr: between 10 and 15 mW
  – Leakage power: ~4.5 nW
  – P_sw: ~3.9 mW
  – Share of total power in combinational logic: 0.111
  – Sequential power share: 0.448
  – PwrDens: around 1700 mW/mm2
  – Worst VDD drop: 1.06 mV
  – Clock power frac: 0.442
  – Post-route total power: 17.9 mW
  – Switching part of the total: 0.218

Global route
  – Met3 GRT Util: 0.0790
  – First-pass GRT wire length: 32.3 mm
  – GR Layer Usage met1: 0.132
  – Gr busiest metal: met2
  – Vias in the first global route: approximately 5100
  – Remaining global-route overflow: 0
  – Gr usage total: 0.110
  – Antenna violations before repair: 1
  – Largest net degree at the start of global routing: 32
  – Met2 GRT Util: 0.162

Logic synthesis
  – Post-Syn Instances: about 430
  – Synth cell count leaders: 192 x dfxtp_1, 180 x nor3b_2, 38 x buf_6, 12 x nor3b_1, 2 x buf_4
  – Cell type with the largest total area: dfxtp_1
  – Unique cell types: 7
  – YS warnings: 1
  – Post-Syn Area: ~0.0066 mm2
  – Most frequent cell after synthesis: dfxtp_1
  – Yosys cell count: between 400 and 500
  – Ys async rst share: 0
  – Syn Area/Cell: roughly 16 um2
  – Seq/Total Area, Yosys: 0.579
  – Number of enable flip-flop cells: 0
  – Ys flop type: dfxtp_1
  – Synthesized flop and latch total: around 190
  – Synth area leaders: dfxtp_1 58%, nor3b_2 34%, buf_6 6.4%, nor3b_1 1.4%, buf_4 0.23%
  – Synthesis area per yosys: 0.00664 mm2
  – Top-area cell share: 0.579

CTS
  – Clk root buf: clkbuf_16
  – Sink Count: 192
  – CTS HTree Levels: 4
  – CTS Buf Count: 17
  – Hold Buf Count CTS: 0
  – Worst-path clk slew: around 70 ps
  – CTS max path bufs: 2
  – TritonCTS clock tree: built

Placed design
  – Worst slack, placed: -239 ps
  – RePlAce Congestion: around 0.81
  – I/O Buffers: approximately 390
  – Detailed Place HPWL: between 15 and 20 mm

Detailed routing
  – Detailed-route via count: between 4000 and 5000
  – Mean number of vias per cell: between 3 and 4
  – N_diodes: 0
  – DR DRC count: 0
  – WL final: 22.3 mm
  – Initial DRC Count: 55
  – WL per Instance: approximately 18 um
  – Antenna Violating Nets Remaining: 0
  – DRT Pass-1 Iters: 4

Hold path
  – Hold wc startpoint: reset
  – Worst hold stages: 2
  – Hold Path Sink: IR[10]
  – Min-Delay Path Class: primary input to flop

Job
  – Max-capacitance violation count: 0
  – Tool warning count: 27

Floorplan
  – Die X: approximately 200 um
  – IO Pins: between 300 and 400
  – Num rows: 65
  – Die area: 0.0396 mm2
  – Floorplan utilization: 0.210
  – Core Footprint: approximately 0.032 mm2
  – Die height: ~200 um

Worst setup path
  – WP data arrival: around 940 ps
  – CP Capture Type: primary output
  – CP max-delay cell: dfxtp_4
  – CP Buf/Inv Count: 1
  – CP startpoint kind: flop
  – CP max FO: 1
  – CP cell instances: buf_6
  – CP top delay family: flip-flops
  – Slowest stage delay, CP: about 400 ps
  – Critical path data required time: around 800 ps
  – WS Path Type: flop to primary output

Layout
  – # fillers: about 3200
  – Area delta synth->final: 63.1%
  – Layout cell share with drive strength beyond 1: 0.571
  – Final Core Density: 0.343

Run status
  – Status: finished, violations left
  – Failing checks: setup timing
## through the flow
| step | cell area [um2] | std cells |
|---|---|---|
| final | 10800 | 1245 |
| after detailed placement | 11000 | 1213 |
| after CTS | 10800 | 1245 |
| after global placement | 11000 | 1213 |
| after global routing | 10800 | 1245 |
| after floorplan | 6640 | 426 |
## registers in the layout, indices dropped and copies added, names as in the netlist
register / cells
PC4: 32
EXT: 32
IR: 32
RT: 32
RS: 32
PC8: 32
## routing by layer
layer | wire length [um] | vias up
met5 | 13 | -
met2 | 9490 | 288
met4 | 231 | 2
met1 | 8760 | 2152
met3 | 3800 | 15
li1 | - | 2256
## what timing repair did
item | in CTS | in global routing
cloned | 0 | 0
buffers inserted | 0 | 0
resized | 668 | 20
endpoints found under the setup margin | 192 | 192
## kinds of logic (layout without fill, tap and decap cells)
kind of cell | count (synthesis) | after routing | synth area share
buffers and inverters | 42 | 459 | 0.0680
and+or+nand+nor | 192 | 192 | 0.353
DFF | 192 | 192 | 0.579
## power groups by stage
stage     Sequential [mW]  Clock (mW)  Combinational, mW
6_report             8.03        7.92               1.98
4_1_cts              8.03        8.21               2.02
5_1_grt              8.06        8.50               2.16
## layout make-up
class / count / area (um2) / area share
flip-flops and latches: 192 / 3890 / 0.359
repair buffers: 427 / 3410 / 0.315
multi-input cells: 192 / 2340 / 0.216
well taps: 402 / 503 / 0.0465
clock buffers: 17 / 425 / 0.0393
clock inverters: 15 / 253 / 0.0233
## how the worst max path moves through the flow
| stage | from | to | cells past startpoint |
|---|---|---|---|
| 4_1_cts | EXT[25] | E_EXT[25] | 1 |
| 5_1_grt | EXT[25] | E_EXT[25] | 1 |
| 6_report | EXT[25] | E_EXT[25] | 1 |
## cells in the final DEF, fill, tap and decap left out
cell type / count
buf_12: 10
buf_2: 181
buf_4: 31
buf_6: 11
buf_8: 2
bufinv_16: 6
clkbuf_16: 17
clkdlybuf4s50_1: 192
clkinv_2: 1
clkinvlp_4: 2
dfxtp_1: 158
dfxtp_2: 33
dfxtp_4: 1
inv_6: 6
nor3b_1: 12
nor3b_2: 180
Power and IR drop assume default switching activity.
