### flow/run.sh
#!/bin/bash
# OpenROAD 26Q1-2900-gdf79404cd8, Yosys 0.63+post, stock flow scripts
make -C /OpenROAD-flow-scripts/flow DESIGN_CONFIG=/design/flow/config.mk WORK_HOME=/design/flow/orfs finish
### flow/config.mk
export PLATFORM = sky130hd
export DESIGN_NAME = Hazard
export DESIGN_NICKNAME = Hazard
export VERILOG_FILES = /design/flow/design.v
export SDC_FILE = /design/flow/constraint.sdc
export NUM_CORES = 4
export LEC_CHECK = 1
export CORE_UTILIZATION = 30
### flow/design.v
`timescale 1ns / 1ps
module HazReg(clr,clk,in,out);
	 parameter DATAWIDTH = 32;
	 input clr;
    input clk;
    input [DATAWIDTH:1]in;
    output reg[DATAWIDTH:1]out;
	 always @(posedge clk)begin
		if (clr)begin
			out <= 0;
		end
		else begin
			out <= in;
		end
	 end
endmodule
`timescale 1ns / 1ps
module Hazard(
	 input clk,
	 input reset,
	 input [31:0]FD_IR,
	 input [31:0]E_IR,
	 input [31:0]M_IR,
	 input [31:0]W_IR,
	 output stall,
	 output [2:0] FRSD,
	 output [2:0] FRTD,
		output [2:0] FRSE,
		output [2:0] FRTE,
		output FRTM
    );
	 wire [5:0] opcode,funct;
	 wire addu,subu,ori,lw,sw,beq,lui,j,jal,jr;
	 wire addi;
	 wire blezals,shs;
	 assign opcode = FD_IR[31:26];
	 assign funct = FD_IR[5:0];
	 assign addu = ~opcode[5] & ~opcode[4] & ~opcode[3] & ~opcode[2] 
					& ~opcode[1] & ~opcode[0] & funct[5] & ~funct[4] & ~funct[3]
					& ~funct[2] & ~funct[1] & funct[0];
	 assign subu = ~opcode[5] & ~opcode[4] & ~opcode[3] & ~opcode[2] 
					& ~opcode[1] & ~opcode[0] & funct[5] & ~funct[4] & ~funct[3]
					& ~funct[2] & funct[1] & funct[0];
	 assign ori = ~opcode[5] & ~opcode[4] & opcode[3] & opcode[2]
					& ~opcode[1] & opcode[0];
	 assign lw = opcode[5] & ~opcode[4] & ~opcode[3] & ~opcode[2]
					& opcode[1] & opcode[0];	
	 assign sw = opcode[5] & ~opcode[4] & opcode[3] & ~opcode[2]
					& opcode[1] & opcode[0];
	 assign beq = ~opcode[5] & ~opcode[4] & ~opcode[3] & opcode[2]
					& ~opcode[1] & ~opcode[0];
	 assign lui = ~opcode[5] & ~opcode[4] & opcode[3] & opcode[2]
					& opcode[1] & opcode[0];
	 assign jal = ~opcode[5] & ~opcode[4] & ~opcode[3] & ~opcode[2]
					& opcode[1] & opcode[0];
	 assign jr = ~opcode[5] & ~opcode[4] & ~opcode[3] & ~opcode[2] 
					& ~opcode[1] & ~opcode[0]& ~funct[5] & ~funct[4] & funct[3]
					& ~funct[2] & ~funct[1] & ~funct[0];
	 assign nop = ~opcode[5] & ~opcode[4] & ~opcode[3] & ~opcode[2] 
					& ~opcode[1] & ~opcode[0]& ~funct[5] & ~funct[4] & ~funct[3]
					& ~funct[2] & ~funct[1] & ~funct[0];
	 assign j = ~opcode[5] & ~opcode[4] & ~opcode[3] & ~opcode[2] 
					& opcode[1] & ~opcode[0];
		assign addi = 	~opcode[5] & ~opcode[4] & opcode[3] & ~opcode[2] 
					& ~opcode[1] & ~opcode[0];
		assign blezals = ~opcode[5] & opcode[4] & opcode[3] & ~opcode[2] 
					& ~opcode[1] & ~opcode[0];
		assign shs = opcode[5] & ~opcode[4] & opcode[3] & ~opcode[2] 
					& opcode[1] & ~opcode[0];
	reg [1:0]res_e;
	reg [4:0]A3_D;
	always @(*) begin
		if (lw == 1'b1)begin
			res_e <= 2'b10;
			A3_D <= FD_IR[20:16];
		end
		else if (sw == 1'b1)begin
			res_e <= 2'b00;
		end
		else if (shs == 1'b1)begin
			res_e <= 2'b00;
		end
		else if (addu == 1'b1) begin
			res_e <= 2'b01;
			A3_D <= FD_IR[15:11];
		end
		else if (subu == 1'b1)begin
			res_e <= 2'b01;
			A3_D <= FD_IR[15:11];
		end
		else if (addi == 1'b1)begin
			res_e <= 2'b01;
			A3_D <= FD_IR[20:16];
		end
		else if (ori == 1'b1)begin
			res_e <= 2'b01;
			A3_D <= FD_IR[20:16];
		end
		else if (lui == 1'b1)begin
			res_e <= 2'b01;
			A3_D <= FD_IR[20:16];
		end
		else if (beq == 1'b1)begin
			res_e <= 2'b00;
		end
		else if (j == 1'b1)begin
			res_e <= 2'b00;
		end
		else if (jal == 1'b1)begin
			res_e <= 2'b11;
			A3_D <= 5'b11111;
		end
		else if (blezals == 1'b1)begin
			res_e <= 2'b11;
			A3_D <= 5'b11111;
		end
		else if (jr == 1'b1)begin
			res_e <= 2'b00;
		end
		else begin
			res_e <= 2'b00;
		end
	end
	wire Tuse_rs0,Tuse_rt0,Tuse_rs1,Tuse_rt1;
	assign Tuse_rs0 = beq|jr;
	assign Tuse_rt0 = beq;
	assign Tuse_rs1 = addu|subu|ori|lui|lw|sw|shs;
	assign Tuse_rt1 = addu|subu;
	wire clr_re;
	wire [1:0]resE,resM,resW;
	assign clr_re = stall | reset;
	HazReg resE1(.clr(clr_re),.clk(clk),.in(res_e),.out(resE));
				defparam resE1.DATAWIDTH = 2;
	HazReg resM1(.clr(reset),.clk(clk),.in(resE),.out(resM));
				defparam resM1.DATAWIDTH = 2;
	HazReg resW1(.clr(reset),.clk(clk),.in(resM),.out(resW));
				defparam resW1.DATAWIDTH = 2;
	wire [4:0]A3_E,A3_M,A3_W;
	HazReg A3_E1(.clr(clr_re),.clk(clk),.in(A3_D),.out(A3_E));
				defparam A3_E1.DATAWIDTH = 5;
	HazReg A3_M1(.clr(reset),.clk(clk),.in(A3_E),.out(A3_M));
				defparam A3_M1.DATAWIDTH = 5;
	HazReg A3_W1(.clr(reset),.clk(clk),.in(A3_M),.out(A3_W));
				defparam A3_W1.DATAWIDTH = 5;
	wire stall_rs0_de1,stall_rs0_de2,stall_rs0_em1,stall_rs1_de2;
	wire stall_rt0_de1,stall_rt0_de2,stall_rt0_em1,stall_rt1_de2;
	wire stall_rs,stall_rt;
	wire stall_31rs;
	wire stall_31rt;
	assign stall_31rs = Tuse_rs0 & (resE === 2'b11) & (FD_IR[25:21] == A3_E);
	assign stall_31rt = Tuse_rt0 & (resE === 2'b11) & (FD_IR[20:16] == A3_E);
	assign stall_rs0_de1 = Tuse_rs0 & (resE === 2'b01) & (FD_IR[25:21] == A3_E);
	assign stall_rs0_de2 = Tuse_rs0 & (resE === 2'b10) & (FD_IR[25:21] == A3_E);
	assign stall_rs0_em1 = Tuse_rs0 & (resM === 2'b10) & (FD_IR[25:21] == A3_M);
	assign stall_rs1_de2 = Tuse_rs1 & (resE === 2'b10) & (FD_IR[25:21] == A3_E);
	assign stall_rt0_de1 = Tuse_rt0 & (resE === 2'b01) & (FD_IR[20:16] == A3_E);
	assign stall_rt0_de2 = Tuse_rt0 & (resE === 2'b10) & (FD_IR[20:16] == A3_E);
	assign stall_rt0_em1 = Tuse_rt0 & (resM === 2'b10) & (FD_IR[20:16] == A3_M);
	assign stall_rt1_de2 = Tuse_rt1 & (resE === 2'b10) & (FD_IR[20:16] == A3_E);
	assign stall_rs = stall_rs0_de1|stall_rs0_de2|stall_rs0_em1|stall_rs1_de2|stall_31rs;
	assign stall_rt = stall_rt0_de1|stall_rt0_de2|stall_rt0_em1|stall_rt1_de2|stall_31rt;
	assign stall = stall_rs | stall_rt;
	assign FRSD = (FD_IR[25:21] === 5'b0)?3'b000:
						((FD_IR[25:21] === A3_M) & (resM === 2'b01))?3'b101:
						((FD_IR[25:21] === A3_M) & (resM === 2'b11))?3'b100:
						((FD_IR[25:21] === A3_W) & (resW === 2'b11))?3'b011:
						((FD_IR[25:21] === A3_W) & (resW === 2'b01))?3'b010:
						((FD_IR[25:21] === A3_W) & (resW === 2'b10))?3'b001:3'b000;
	assign FRTD = (FD_IR[20:16] === 5'b0)?3'b0:
						((FD_IR[20:16] === A3_M) & (resM === 2'b01))?3'b101:
						((FD_IR[20:16] === A3_M) & (resM === 2'b11))?3'b100:
						((FD_IR[20:16] === A3_W) & (resW === 2'b11))?3'b011:
						((FD_IR[20:16] === A3_W) & (resW === 2'b01))?3'b010:
						((FD_IR[20:16] === A3_W) & (resW === 2'b10))?3'b001:3'b000;
	assign FRSE = (E_IR[25:21] === 5'b0)?3'b0:
						((E_IR[25:21] === A3_M) & (resM === 2'b01))?3'b101:
						((E_IR[25:21] === A3_M) & (resM === 2'b11))?3'b100:
						((E_IR[25:21] === A3_W) & (resW === 2'b11))?3'b011:
						((E_IR[25:21] === A3_W) & (resW === 2'b01))?3'b010:
						((E_IR[25:21] === A3_W) & (resW === 2'b10))?3'b001:3'b000;
	assign FRTE = (E_IR[20:16] === 5'b0)?3'b0:
						((E_IR[20:16] === A3_M) & (resM === 2'b01))?3'b101:
						((E_IR[20:16] === A3_M) & (resM === 2'b11))?3'b100:
						((E_IR[20:16] === A3_W) & (resW === 2'b11))?3'b011:
						((E_IR[20:16] === A3_W) & (resW === 2'b01))?3'b010:
						((E_IR[20:16] === A3_W) & (resW === 2'b10))?3'b001:3'b000;
	assign FRTM = (M_IR[20:16] === 5'b0)?1'b0:
						((M_IR[20:16] === A3_W) & (resW !== 2'b00))?1'b1:1'b0;
endmodule
### flow/constraint.sdc
current_design Hazard

set clk_period 2.4
set clk_io_pct 0.2

create_clock -name clk0 -period $clk_period [get_ports {clk}]

set non_clock_inputs [all_inputs -no_clocks]
set_input_delay [expr $clk_period * $clk_io_pct] -clock clk0 $non_clock_inputs
set_output_delay [expr $clk_period * $clk_io_pct] -clock clk0 [all_outputs]
==> job_summary.md <==
### Yosys + OpenROAD results

| Metric | Value |
|---|---|
| Drt wl/cell | `~13 um` |
| # diodes | `0` |
| Chip area line of the yosys report | `about 1900 um2` |
| Top area cell types | `dfxtp_1 (22%), xor2_1 (16%), xnor2_1 (9.3%)` |
| Post-layout period usage | `1.05` |
| Yosys top cell by area | `dfxtp_1` |
| CP delay by family, top | `simple AND/OR/NAND/NOR gates` |
| Routed vias | `about 2000` |
| 1st-pass router iterations | `4` |
| Max Root-Sink Buffers | `2` |
| FILL cells | `522` |
| Crit-path cells | `buf_6, or3_4, or4_4, buf_6, a21boi_4, nor2_1, or3_1, buf_2` |
| Cell variety after synth | `between 40 and 50` |
| Most used cell, CP | `buf_6` |
| Power Density | `roughly 300 nW/um2` |
| Yosys cell count | `between 200 and 250` |
| DRC violations left | `0` |
| Fmax achieved | `roughly 0.4 GHz` |
| Fin cells | `a little over 400` |
| Chip area | `6610 um2` |
| CTS tree | `yes` |
| Final RePlAce weighted congestion | `0.885` |
| Setup Skew | `just over 5 ps` |
| Routed wire length | `5480 um` |
| Worst Path Buf+Inv | `3` |
| Crit end category | `output port` |
| Yosys warns | `4` |
| Worst hold slack | `between 400 and 500 ps` |
| Post-synthesis register bit count | `26` |
| Largest net degree at the start of global routing | `15` |
| CTS Root Cell | `clkbuf_8` |
| DP Wirelength | `about 4200 um` |
| Inserted Clock Buffers | `3` |
| Crit path largest cell delay | `about 530 ps` |
| Chip height | `approximately 81 um` |
| Worst min path class | `reg -> reg` |
| Floorplan utilization | `0.315` |
| CP max stage cell | `or4_4` |
| CP Max Fanout | `3` |
| Vias in the first global route | `1978` |
| Maxcap violations | `0` |
| Placed cells | `394` |
| CP arrival | `between 2000 and 2500 ps` |
| Final setup viols | `1` |
| I/O pin count | `~140` |
| Slew Limit Fails | `0` |
| Area Growth Syn to Fin | `66.2%` |
| Status | `finished, violations left` |
| Count of unclocked register or latch pins | `5` |
| Die width | `roughly 81 um` |
| Site Rows | `28` |
| First-pass GRT wire length | `just over 9000 um` |
| Layout cell share with drive strength beyond 1 | `0.395` |
| Violated checks | `negative setup slack` |
| Syn_area_per_cell | `8.27 um2` |
| GRT Residual Overflow | `0` |
| Via density | `around 4.8` |
| Worst EP required | `roughly 1900 ps` |
| H-tree levels | `1` |
| Initial DRC count | `38` |
| Final setup margin | `-117 ps` |
| Final Hold Violation Tally | `0` |
| ANT nets after route | `0` |
| Clk pin slew, worst setup/hold paths | `approximately 70 ps` |
| Slew @ Worst Pin | `about 440 ps` |
| Final Critical Period | `between 2000 and 3000 ps` |
| Endpoints left unconstrained | `5` |
| Power Total | `approximately 0.94 mW` |
| Port Buffers | `approximately 57` |
| Peak supply drop | `0.178 mV` |
| Pleak | `between 1 and 1.5 nW` |
| Clk latency of the worst-skew pair | `between 200 and 300 ps` |
| Top-area cell share | `0.223` |
| Tool warning count | `about 110` |
| Initial antenna violation count | `0` |
| CP startpoint kind | `input port` |
| CP Class | `in -> out` |
| Core footprint | `5990 um2` |
| Max-Slew Margin vs Limit | `0.705` |
| Mapped Area | `approximately 1900 um2` |
| Post-Syn Instances | `228` |
| Tot GR Track Use | `0.181` |
| RSZ-0062 raised after global routing | `true` |
-- flip-flops by register name, indices dropped and copies added (netlist names) --
register	cells
resE1.out	2
resM1.out	2
A3_W1.out	5
A3_E1.out	5
A3_M1.out	5
A3_D	5
resW1.out	2
-- cell usage in the layout (no fill, tap or decap), types with 4 or more instances in the layout --
master	count
buf_6	11
o22a_1	5
nor4b_1	7
nor3_1	9
clkbuf_2	8
xor2_1	31
clkdlybuf4s15_2	4
clkdlybuf4s15_1	7
buf_2	9
nand2_1	5
xnor2_1	19
nor2b_1	16
dlxtn_1	5
nor3_2	7
dfxtp_2	4
dlymetal6s2s_1	6
dfxtp_1	16
a21oi_1	5
dlygate4sd2_1	6
buf_4	60
nor2_1	11
clkdlybuf4s50_1	13
nand3_1	12
-- repair_timing --
| item | in CTS | in global routing |
|---|---|---|
| resized | 120 | 41 |
| hold buffers | 0 | 0 |
| setup buffers | 17 | 2 |
| cloned | 0 | 0 |
| pin swaps | 32 | 25 |
| endpoints found under the setup margin | 18 | 13 |
-- routing by layer --
| layer | track usage | up-vias | wire (um) |
|---|---|---|---|
| met5 | 0 | - | 0 |
| met4 | 0.0232 | 0 | 52 |
| met3 | 0.0137 | 4 | 247 |
| met2 | 0.280 | 58 | 2490 |
| met1 | 0.283 | 923 | 2690 |
| li1 | - | 1020 | - |
-- power by group --
part	switching [mW]	total [mW]	leakage (nW)	internal, mW
Sequential	0.0213	0.389	0.217	0.368
Combinational	0.139	0.322	1.17	0.183
Clock	0.111	0.227	0.0255	0.115
-- cell type report --
class,instances,area [um2],area share
clock buffer,3,41.3,0.0132
clock inverter,1,5.00,0.00160
inverter,2,7.51,0.00240
multi-input combinational,183,1450,0.463
sequential,26,504,0.161
tap,75,93.8,0.0299
timing repair buffer,124,1030,0.329
-- Yosys cell counts, drive strengths merged --
master	count
dlxtn	5
nand2b	1
nor3b	1
nand4b	2
a31oi	1
nand3	14
xnor2	20
nor4b	7
inv	2
a22oi	2
nor2b	16
nor2	16
a41o	1
xor2	34
o211ai	1
or3	3
o21ai	4
o22a	5
nand3b	1
or4	3
and3	2
buf	2
a32oi	1
nand4	2
and4	3
o2111a	2
nand2	5
nor3	16
o31ai	1
a21boi	1
nor4	4
dfxtp	21
o21a	2
clkbuf	15
o21bai	1
a21oi	8
or2	3
-- through the flow --
stage          worst slack [ps]  utilization  area [um2]  TNS [ps]
2_1_floorplan              -149            -        1900      -149
3_3_place_gp               -846        0.476        2850     -7840
3_5_place_dp               -844        0.476        2850     -7880
4_1_cts                    -134        0.511        3060      -303
5_1_grt                    -187        0.523        3130      -334
6_report                   -117        0.523        3130      -117
-- path summary, 6_finish.rpt --
check / slack [ps] / end / cells after the start / from
max: -120 / stall / 8 / FD_IR[29]
min reg2reg: 490 / resM1.out[2] / 1 / resE1.out[2]
max reg2reg: 640 / A3_E1.out[4] / 9 / A3_M1.out[4]
min: 490 / resM1.out[2] / 1 / resE1.out[2]
-- cells by family (layout without fill, tap and decap cells) --
kind of cell,Yosys count,after routing,synth area share
flops,21,21,0.223
xor+xnor,54,54,0.251
latches,5,5,0.0398
simple gates,99,99,0.315
buf+inv,19,130,0.0458
compound gates,30,30,0.125
Power is estimated from default activity; no workload was simulated.
