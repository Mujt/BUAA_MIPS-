===== /design/flow/config.mk =====
export PLATFORM = sky130hd
export DESIGN_NAME = E_M_REG
export DESIGN_NICKNAME = E_M_REG
export VERILOG_FILES = /design/flow/design.v
export SDC_FILE = /design/flow/constraint.sdc
export NUM_CORES = 4
export LEC_CHECK = 1
export CORE_AREA = 10 10 169 169
export DIE_AREA = 0 0 179 179

===== /design/flow/constraint.sdc =====
current_design E_M_REG

set clk_period 1.0
set clk_io_pct 0.2

create_clock -name clk0 -period $clk_period [get_ports {clk}]

set non_clock_inputs [all_inputs -no_clocks]
set_input_delay [expr $clk_period * $clk_io_pct] -clock clk0 $non_clock_inputs
set_output_delay [expr $clk_period * $clk_io_pct] -clock clk0 [all_outputs]

===== /design/flow/design.v =====
`timescale 1ns / 1ps
module E_M_REG(
    input clk,
    input reset,
    input [31:0] IR_M,
    input [31:0] PC4_M,
    input [31:0] AO_M,
    input [31:0] RT_M,
    output [31:0] M_IR,
    output [31:0] M_PC4,
    output [31:0] M_AO,
    output [31:0] M_RT,
	 input [31:0] PC8_M,
	 output [31:0] M_PC8
    );
	 reg [31:0] IR;
	 reg [31:0] PC4;
	 reg [31:0] AO;
	 reg [31:0] RT;
	 reg [31:0] PC8;
	 assign M_IR = IR;
	 assign M_PC4 = PC4;
	 assign M_AO = AO;
	 assign M_RT = RT;
	 assign M_PC8 = PC8;
	 always @(posedge clk) begin
		if (reset) begin
			IR <= 0;
			PC4 <= 0;
			AO <= 0;
			RT <= 0;
			PC8<=0;
		end
		else begin
			IR <= IR_M;
			PC4 <= PC4_M;
			AO <= AO_M;
			RT <= RT_M;
			PC8 <= PC8_M;
		end
	 end
endmodule

===== /design/flow/run.sh =====
#!/bin/bash
# OpenROAD 26Q1-2900-gdf79404cd8, Yosys 0.63+post, stock flow scripts
make -C /OpenROAD-flow-scripts/flow DESIGN_CONFIG=/design/flow/config.mk WORK_HOME=/design/flow/orfs finish

==> changes_impl.md <==
### Implementation results

- Status: finished, violations left
- Violated checks: setup timing
- Syn avg cell area: 12.8 um^2
- Final ANT Viol Nets: 0
- Detailed Route Iter0 Violations: ~74
- Core Area: 25000 um^2
- Vias in the first global route: 3491
- Critical path type: flop to output port
- Clock Tree Buf Depth: 2
- Final period util: 1.09
- Fp util: 0.172
- Finished Layout Cells: 1015
- PD cells: 1820 nW/um^2
- Crit path DAT: between 0.8 and 0.9 ns
- Logic area: 1020 um^2
- Worst slew margin: 0.860
- Die ar.: 32000 um^2
- First-pass GRT wire length: around 22 mm
- Worst hold path class: primary input to flop
- Placed cells: 984
- CTS Buf Count: 17
- Power Total: 14.2 mW
- Cell count in the Yosys report: 337
- Comb area leader: simple AND/OR/NAND/NOR gates
- YS chip area: ~4300 um^2
- FMAX: 921 MHz
- Hold_ws: ~0.23 ns
- Routed WL: 15.9 mm
- Bufs and invs on worst path: 1
- Fin. Hold Viols: 0
- Post-synthesis xor/xnor area fraction: 0
- TritonCTS clock tree: yes
- Synth Instances: approximately 340
- Drt first pass iters: 4
- Post-synthesis sequential area ratio: 0.744
- Initial antenna violation count: 0
- Cts hold-fix bufs: 0
- WL/cell: 15.7 um
- Slowest stage delay, CP: 0.36 ns
- CP max stage cell: dfxtp_4
- Mux share: 0
- Area Overhead vs Synth: 81.5%
- Final min period: 1.09 ns
- Setup WS pre-CTS: -0.119 ns
- Synth Area in Adders: 0
- Post-detail-place hpwl: 12.8 mm
- Remaining global-route overflow: 0
- Family with the most delay on the worst path: flip-flops
- Routed vias/inst: between 3 and 4
- Critical Path Fanout Max: 1
- H-Tree Depth: 4
- Share of cells above drive strength 1: 0.334
- GRT Total Usage: 0.0929
- AO/OA Area Share: 0
- Synth cell types: 6
- DRC: 0
- Die H: 179 um
- WHS Path Cells: 3
- Number of setup buffers added after CTS: 0
- Max VDD drop: 969 uV
- Worst path depth: 1
- Slew Limit Fails: 0
- MaxCap Viol Count: 0
- Via count: 3338
- Warnings, synthesis: 1
- CP startpoint kind: flop
- Crit. End Element: output port
- Setup Viol. Count Final: 149
- Tightest Pin Transition: about 0.21 ns
- Leakage: about 3.5 nW
- Placer Congestion: 0.821
- Clock sinks: 160
- Std-Cell Rows: slightly below 60
- Fillers: 2583
- Final worst setup slack: -0.0860 ns
- Clock transition at the registers of the reported paths: around 0.06 ns
- PortBufs: 321
- #FFs+latches synth: between 150 and 200
- Die width: 179 um
- Largest net degree at the start of global routing: 39
- # diodes: 0
- Worst-path cell chain: buf_6
- Root Driver: clkbuf_16
- Crit path DRT: around 0.8 ns
- RSZ-0062 raised after global routing: true
- Sequential Area: 3240 um^2
- Tool warnings: 27
- IO Count: 322
- Simple Share, Synth: 0.238
- Synthesized area: 4310 um^2
- Setup TNS: -2.21 ns
layout by cell type, fill, tap and decap left out, drive strengths merged:
| cell | Yosys | final |
|---|---|---|
| nor2b | 142 | 142 |
| dfxtp | 160 | 160 |
| inv | 0 | 3 |
| and2b | 18 | 18 |
| clkinv | 0 | 5 |
| clkbuf | 6 | 18 |
| clkinvlp | 0 | 4 |
| clkdlybuf4s50 | 0 | 160 |
| buf | 11 | 174 |
| bufinv | 0 | 1 |
where the power goes:
part,internal (mW),switching (mW),total (mW)
Combinational,0.981,0.346,1.33
Clock,3.42,2.67,6.09
Sequential,6.72,0.0807,6.80
Total,11.1,3.10,14.2
sequential cells by signal, indices dropped and copies added, names as in the netlist:
register  flops
PC8          32
RT           32
IR           32
PC4          32
AO           32
final cells by class:
type | instances | share of cell area
Sequential cell | 160 | 0.415
Timing Repair Buffer | 334 | 0.332
Multi-Input combinational cell | 160 | 0.131
Clock buffer | 18 | 0.0549
Tap cell | 330 | 0.0528
Clock inverter | 13 | 0.0147
cell usage after synthesis:
| library cell | instances | share of area |
|---|---|---|
| buf_4 | 1 | 0.0017 |
| nor2b_1 | 142 | 0.21 |
| buf_2 | 10 | 0.012 |
| and2b_1 | 18 | 0.031 |
| clkbuf_1 | 6 | 0.0052 |
| dfxtp_1 | 160 | 0.74 |
metrics by stage:
step | cell area [um^2] | util
4_1_cts | 7770 | 0.311
6_report | 7820 | 0.312
5_1_grt | 7820 | 0.312
3_5_place_dp | 7990 | 0.319
2_1_floorplan | 4310 | -
3_3_place_gp | 7990 | 0.319
cell families (layout without fill, tap and decap cells):
family        Yosys count  after routing
simple gates          160            160
buf+inv                17            365
flops                 160            160
worst paths after layout:
path | startpoint | endpoint | slack (ns)
setup / recovery | PC4[5]$_SDFF_PP0_ | M_PC4[5] | -0.09
hold / removal | reset | PC8[5]$_SDFF_PP0_ | 0.23
repair_timing:
action | CTS | global route
gates cloned | 0 | 0
endpoints found under the hold margin | 0 | 0
setup endpoints to repair | 160 | 160
resized | 543 | 14
routing by layer:
metal	vias to the layer above	track usage	wire [um]
met5	-	0	0
met4	0	0.00930	142
met3	6	0.0543	2370
met2	204	0.147	7210
met1	1448	0.111	6170
li1	1680	-	-
Power is estimated from default activity; no workload was simulated.
